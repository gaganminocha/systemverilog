**design.v**
```verilog
module arbiter_round_robin (input wire clk,
        input wire rst,
        input wire [3:0] req,
        output reg [3:0] gnt);
    localparam s0 = 2'b00;
    localparam s1 = 2'b01;
    localparam s2 = 2'b10;
    localparam s3 = 2'b11;
    reg [1:0] ps;
    reg [1:0] ns;
    always@(posedge clk or posedge rst)      
    begin
        if (rst)
            ps <= s0;
        else
            ps <= ns;
    end
    always@(*)
    begin
        case(ps)
            s0:
            begin
                if (req[1])
                    ns <= s1;
                else if (req[2])
                    ns <= s2;
                else if (req[3])
                    ns <= s3;
                else 
                    ns <= s0;
            end 
            s1:
            begin
                if (req[2])
                    ns <= s2;
                else if (req[3])
                    ns <= s3;
                else if (req[0])
                    ns <= s0;
                else 
                    ns <= s1;
            end
            s2:
            begin
                if (req[3])
                    ns <= s3;
                else if (req[0])
                    ns <= s0;
                else if (req[1])
                    ns <= s1;
                else 
                    ns <= s2;
            end
            s3:
            begin
                if (req[0])
                    ns <= s0;
                else if (req[1])
                    ns <= s1;
                else if (req[2])
                    ns <= s2;
                else 
                    ns <= s3;
            end
        endcase
    end
    always@(*)
    begin
        case(ps)
        s0: gnt <= 4'b0001;
        s1: gnt <= 4'b0010;
        s2: gnt <= 4'b0100;
        s3: gnt <= 4'b1000;
        endcase
    end
endmodule
```
**run.sh**
```bash
#!/bin/bash
# OpenROAD 26Q1-2900-gdf79404cd8, Yosys 0.63+post, stock flow scripts
make -C /OpenROAD-flow-scripts/flow DESIGN_CONFIG=/design/flow/config.mk WORK_HOME=/design/flow/orfs finish
```
**config.mk**
```make
export PLATFORM = sky130hd
export DESIGN_NAME = arbiter_round_robin
export DESIGN_NICKNAME = arbiter_round_robin
export VERILOG_FILES = /design/flow/design.v
export SDC_FILE = /design/flow/constraint.sdc
export NUM_CORES = 4
export LEC_CHECK = 1
export CORE_AREA = 10 10 70 70
export DIE_AREA = 0 0 80 80
```
**constraint.sdc**
```tcl
current_design arbiter_round_robin

set clk_period 1.6
set clk_io_pct 0.2

create_clock -name clk0 -period $clk_period [get_ports {clk}]

set non_clock_inputs [all_inputs -no_clocks]
set_input_delay [expr $clk_period * $clk_io_pct] -clock clk0 $non_clock_inputs
set_output_delay [expr $clk_period * $clk_io_pct] -clock clk0 [all_outputs]
```
==> metrics.cfg <==
[final_layout]
drive_gt1_frac=0.2000
reg.largest.list=ps: 4 flops
final_cell_count_no_fill=86
syn_to_final_growth_pct=80.33
top_register=ps
final_area_um2=412.9
largest_reg_flops=4

[clocking]
cts_tree=built
cts_made_buffers=3
clk_pin_slew_ps=40
h-tree-depth=1
clockBufferDepth=2
cts_root_buf=clkbuf_4
clock_latency_ps=240
cts.sink_count=4

[worst_setup_path]
worstPathArrival_ps=1180
crit_path_end_kind=output pin
critPathRequiredTime_ps=1280
path_max_fanout=5
r2r_slack_ps=560
worstSetupStartpointType=register
crit_type=register to output pin

[route]
wire_per_inst_um=7.919
remaining_drc_errors=0
viasPerCell=2.814
drt_iter0_markers=6
dr.pass1.iters=4
antenna-diode-count=0
postRouteAntennaNets=0
routed_wl_um=681
vias=242

[min_path]
hp-class=primary input to asynchronous set/reset pin

[placement]
dp_slack_ps=176.3
io_buffers=9
place_congestion=0.8020
placed_cells=79
placed_area_um2=365.4

[timing]
setup_slack_ps=104.1
slew_headroom=0.8374
period_needed_ps=1496
finalHoldViolations=0
clock_skew_ps=2.782
fin_crit_sh=0.9349
rsz0062_at_grt=false
tns_ps=0
setup_violations=0
slew_violations=0
worst_slew_pin_slew_ps=243.1
fmax_ghz=0.6685

[floorplan]
fp.dieW_um=80
core_mm2=0.003416
die_area_mm2=0.006400
fp.dieH_um=80
initCoreUtil=0.06703
row_count=21
io_pins=10

[yosys]
synth_flops=4
synth_warnings=1
synth_chip_area_um2=229.0
ys_types=14
ys_cells=27
netlist_area_um2=229.0
synth.avg_cell_area_um2=8.480
syn_inst=27
ys_seq_frac=0.4426

[power]
total_power_uw=266.7
power_leakage_nw=0.1552
p_per_area_mw_per_mm2=645.9
peakVddDrop_v=0.0001591

[global_routing]
grt_max_degree=7
overflow=0
grt_pass1_vias=228
antenna_found_initial=0
grtUsageTotal=0.02111
grt_first_pass_wirelength_um=1055

[outcome]
outcome=finished, final reports clean

[flow_run]
maxCapViolations=0
warning_count=25

[cells in the mapped netlist]
library cell  count  share of area
dfstp_2           1           0.11
nand2_1           1          0.016
nor2b_1           2          0.055
o31ai_1           3          0.098
dfrtp_1           3           0.33
o21ai_0           2          0.044
a22oi_1           3          0.098
nor2_1            3          0.049
nor2b_2           1          0.038
a21oi_1           1          0.022
nor3_1            1          0.022
clkbuf_1          3          0.049
o211ai_1          1          0.033
inv_1             2          0.033
[metal layers]
layer | global-route usage | share of wire | vias to the layer above
met5 | 0 | 0 | -
met4 | 0.003521 | 0.021 | 0
met3 | 0.01818 | 0.19 | 2
met2 | 0.02729 | 0.37 | 11
met1 | 0.02607 | 0.42 | 109
li1 | - | - | 120
[path summary, 6_finish.rpt]
kind,to,from,cells past startpoint
min in group clk0,ps[3],ps[1],3
setup reg to reg,ps[0],ps[2],4
hold / removal,ps[3],rst,2
max in group asynchronous,ps[0],rst,2
hold reg to reg,ps[3],ps[1],3
setup / recovery,gnt[3],ps[3],2
[area by class of cell]
class | count | area, um^2
Sequential cell | 4 | 101.3
Multi-Input combinational cell | 18 | 108.9
Inverter | 2 | 7.507
Fill cell | 402 | 3003
Tap cell | 46 | 57.56
Timing Repair Buffer | 12 | 111.4
Clock buffer | 4 | 26.28
[metrics by stage]
step	utilization	hold slack, ps
2_1_floorplan	-	85.36
3_3_place_gp	0.1070	512.3
3_5_place_dp	0.1070	506.2
4_1_cts	0.1209	253.8
5_1_grt	0.1209	256.0
6_report	0.1209	257.8
[worst max-delay path: stages (launching register included)]
cell             delay (ps)
dfrtp_1                 330
buf_4                   130
clkdlybuf4s50_1         470
[cell families after synthesis]
family,synth area share
AOI/OAI and AO/OA,0.2951
and+or+nand+nor,0.1803
buffers and inverters,0.08198
DFF,0.4426
[cell usage in the layout, fill, tap and decap left out, drive strengths merged]
cell	Yosys	layout
nand2	1	1
nor2b	3	3
clkbuf	3	4
inv	2	2
o31ai	3	3
a22oi	3	3
a21oi	1	1
dlygate4sd2	0	1
nor3	1	1
o21ai	2	2
buf	0	3
dfrtp	3	3
dfstp	1	1
o211ai	1	1
nor2	3	3
clkdlybuf4s50	0	8
[what timing repair did]
action                                  4_1_cts  5_1_grt
gates resized                                 1        0
hold buffers                                  0        0
endpoints found under the setup margin        1        0
setup buffers                                 3        0
[where the power goes]
part	leakage, nW	switching [mW]	internal [mW]
sequential	0.0522	0	0.102
clock	0.0150	0.0483	0.0940
combinational	0.0880	0.0107	0.0119
total	0.155	0.0590	0.208
Power figures rest on the tool's default switching activity, not on a simulated workload.
